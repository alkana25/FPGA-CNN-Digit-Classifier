==> flow/design.v <==
`timescale 1ns / 1ps
module decision_unit(
    input wire clk,
    input wire rst,
    input wire start,
    output reg [9:0] rd_addr,  
    input wire [7:0] rd_data,  
    output reg [3:0] category_out, 
    output reg done
);
    localparam IDLE     = 0, 
               READ_REQ = 1, 
               WAIT_MEM = 2, 
               COMPARE  = 3, 
               FINISH   = 4;
    reg [2:0] state;
    reg [3:0] counter;       
    reg [7:0] max_val;       
    reg [3:0] max_idx;       
    always @(posedge clk) begin
        if (rst) begin
            state <= IDLE;
            done <= 0;
            max_val <= 0;
            max_idx <= 0;
            counter <= 0;
            category_out <= 0;
            rd_addr <= 0;
        end else begin
            case(state)
                IDLE: begin
                    done <= 0;
                    if (start) begin
                        counter <= 0;
                        max_val <= 0;  
                        max_idx <= 0;
                        state <= READ_REQ;
                    end
                end
                READ_REQ: begin
                    rd_addr <= counter;
                    state <= WAIT_MEM;
                end
                WAIT_MEM: begin
                    state <= COMPARE;
                end
                COMPARE: begin
                    if (counter == 0 || rd_data > max_val) begin
                        max_val <= rd_data;  
                        max_idx <= counter;  
                    end
                    if (counter == 9) begin
                        state <= FINISH;
                    end else begin
                        counter <= counter + 1;  
                        state <= READ_REQ;
                    end
                end
                FINISH: begin
                    category_out <= max_idx;  
                    done <= 1;
                    if (!start) state <= IDLE;
                end
            endcase
        end
    end
endmodule
==> flow/run.sh <==
#!/bin/bash
# OpenROAD 26Q1-2900-gdf79404cd8, Yosys 0.63+post, stock flow scripts
make -C /OpenROAD-flow-scripts/flow DESIGN_CONFIG=/design/flow/config.mk WORK_HOME=/design/flow/orfs finish
==> flow/config.mk <==
export PLATFORM = sky130hd
export DESIGN_NAME = decision_unit
export DESIGN_NICKNAME = decision_unit
export VERILOG_FILES = /design/flow/design.v
export SDC_FILE = /design/flow/constraint.sdc
export NUM_CORES = 4
export LEC_CHECK = 1
export CORE_UTILIZATION = 30
==> flow/constraint.sdc <==
current_design decision_unit

set clk_period 4.0
set clk_io_pct 0.2

create_clock -name clk0 -period $clk_period [get_ports {clk}]

set non_clock_inputs [all_inputs -no_clocks]
set_input_delay [expr $clk_period * $clk_io_pct] -clock clk0 $non_clock_inputs
set_output_delay [expr $clk_period * $clk_io_pct] -clock clk0 [all_outputs]
==> impl_metrics.env <==
# source this file to load flow results
export IMPL_drive_gt1_share_pct=5.56
export IMPL_syn_area_um2=1550
export IMPL_critical_path_class="in2reg"
export IMPL_crit_path_start="rd_data[1]"
export IMPL_cts_tree="done"
export IMPL_final_cell_mix="dfxtp_1, mux2i_1, clkdlybuf4s50_1"
export IMPL_clkLatencyLatePin_ns=0.28
export IMPL_dieArea_um2=5450
export IMPL_yosys_cells=162
export IMPL_ir_drop_v=0.000158
export IMPL_fp_dieW_um=73.8
export IMPL_clockRootBuffer="clkbuf_8"
export IMPL_path_depth=7
export IMPL_grt_overflow=0
export IMPL_simple_gate_share_pct=19.0
export IMPL_drt_total_wl_um=2690
export IMPL_cts_sinks=30
export IMPL_period_used_pct=67.6
export IMPL_stdcell_count=247
export IMPL_cts_buffer_depth=2
export IMPL_synth_cells=162
export IMPL_cts_buffers_inserted=5
export IMPL_drtAntennaViolNets=0
export IMPL_synth_area_per_cell_um2=9.55
export IMPL_critPathTopFamily="AND-OR/OR-AND gates"
export IMPL_rsz0062_at_grt="false"
export IMPL_cts_resized=0
export IMPL_post_place_cells=239
export IMPL_synthAdderAreaFrac_pct=8.89
export IMPL_worst_slew_pin_transition_ns=0.859
export IMPL_crit_path_end="max_val[4]"
export IMPL_htree_levels=2
export IMPL_arrival_ns=2.90
export IMPL_critPathRequiredTime_ns=4.20
export IMPL_async_reset_ff_share_pct=0
export IMPL_compound_area_share_pct=8.73
export IMPL_finalHoldViolCount=0
export IMPL_synth_cell_type_count=30
export IMPL_synth_comb_largest_family="simple AND/OR/NAND/NOR gates"
export IMPL_io_buffers=19
export IMPL_grt_pass1_vias=954
export IMPL_vias=1063
export IMPL_warning_count=27
export IMPL_critPathBufInv=1
export IMPL_status="completed"
export IMPL_setup_worst_path_start_class="primary input"
export IMPL_drtIter0Drc=56
export IMPL_rr_startpoint="state[4]"
export IMPL_tns_ns=0
export IMPL_crit_chain="clkdlybuf4s50_1, ha_1, nor2b_1, o211ai_1, a21o_1, a311oi_4, mux2i_1"
export IMPL_leakagePower_nw=0.675
export IMPL_edf_count=0
export IMPL_yosys_area_um2=1550
export IMPL_hold_buffers=0
export IMPL_finalSetupViolations=0
export IMPL_cp_end_kind="flip-flop"
export IMPL_final_area_um2=1850
export IMPL_fmax_mhz=370
export IMPL_track_usage_pct=10.7
export IMPL_ys_flop_type="dfxtp_1"
export IMPL_place_hpwl_um=1760
export IMPL_hold_start="state[2]"
export IMPL_antenna_found_initial=0
export IMPL_r2r_slack_ns=1.74
export IMPL_grt_max_degree=42
export IMPL_max_cap_viol_count=0
export IMPL_post_cts_buffers=0
export IMPL_placed_cell_area_um2=1750
export IMPL_drc_errors=0
export IMPL_area_growth_pct=19.8
export IMPL_gp_congestion=0.765
export IMPL_synth_xor_area_share_pct=1.13
export IMPL_crit_slowest_cell="a311oi_4"
export IMPL_r2r_cells=3
export IMPL_finalCriticalPeriod_ns=2.70
export IMPL_layout_top_cell="dfxtp_1"
export IMPL_ys_flops=30
export IMPL_ys_warn_count=1
export IMPL_rows=25
export IMPL_avgViaCountPerCell=4.30
export IMPL_critPathMaxFanout=12
export IMPL_diodes=0
export IMPL_cpPeakStageDelay_ns=0.70
export IMPL_reg2reg_to="max_val[4]"
export IMPL_powerDensity_nw_per_um2=349
export IMPL_firstDrtPassIters=4
export IMPL_initial_core_util_pct=31.9
export IMPL_post_drt_wl_per_cell_um=10.9
export IMPL_mux_area_share_pct=13.6
export IMPL_fp_dieH_um=73.8
export IMPL_io_pins=26
export IMPL_grt_pass1_wl_um=4450
export IMPL_relSlewSlack_pct=42.7
export IMPL_maxSlewViolCount=0
export IMPL_seq_area_frac_synth_pct=38.8
export IMPL_core_area_um2=4850
export IMPL_hp_class="reg2reg"
export IMPL_clk_pin_slew_ns=0.06
export IMPL_fin_skew_ns=0.00369
## metal layers
layer  wire length, um  track usage [%]
met1              1460             16.8
met2              1050             15.3
met3               134             2.91
met4                39             1.71
met5                 0                0
## synth_stat cells, types with 2 or more instances
library cell / number / area, um^2
nand2_1: 3 / 11.3
nand3b_1: 12 / 90.1
o21bai_1: 2 / 15.0
mux2i_1: 21 / 210
nor2b_1: 3 / 18.8
nand4_1: 3 / 18.8
nand2b_1: 14 / 87.6
clkbuf_1: 7 / 26.3
buf_4: 6 / 45.0
dfxtp_1: 30 / 601
nand3_1: 2 / 10.0
inv_1: 13 / 48.8
nor2_1: 14 / 52.6
ha_1: 11 / 138
a21oi_1: 6 / 30.0
## cell families after synthesis
group | Yosys count
mux | 21
other cells | 1
xor+xnor | 2
buf+inv | 28
fa+ha+maj | 11
compound gates | 17
flops | 30
simple gates | 52
## state kept, by name, summed over array words and instances (netlist names)
signal / count
state: 5
category_out: 4
max_val: 8
done: 1
counter: 4
max_idx: 4
rd_addr: 4
## where the power goes
part	switching, mW	leakage, nW	total [mW]	internal, mW
Sequential	0.00419	0.242	0.306	0.302
Combinational	0.0222	0.380	0.0493	0.0272
Clock	0.106	0.0524	0.292	0.186
## worst min path at each step
stage / endpoint / slack (ns) / depth (start not counted)
5_1_grt: state[4] / 0.46 / 1
4_1_cts: state[4] / 0.44 / 1
6_report: state[4] / 0.43 / 1
## stage by stage
| stage | util [%] | hold slack (ns) | total power, mW | worst slack, ns |
|---|---|---|---|---|
| 3_5_place_dp | 36.1 | 0.424 | 0.362 | 1.01 |
| 6_report | 38.2 | 0.434 | 0.647 | 1.30 |
| 5_1_grt | 38.2 | 0.457 | 0.674 | 1.18 |
| 3_3_place_gp | 36.1 | 0.424 | 0.363 | 1.00 |
| 2_1_floorplan | - | 0.414 | 0.350 | 1.83 |
| 4_1_cts | 38.2 | 0.439 | 0.659 | 1.28 |
## worst reg2reg max path: cells and delay by family, from the launching register on
kind / cells / cell delay (ns)
AOI/OAI and AO/OA: 1 / 0.83
DFF: 1 / 0.78
muxes: 2 / 0.59
## area by class of cell
type / instances / area [um^2]
Fill cell: 478 / 2990
Inverter: 13 / 48.8
Clock buffer: 7 / 76.3
Tap cell: 67 / 83.8
Clock inverter: 1 / 30.0
Multi-Input combinational cell: 109 / 817
Timing Repair Buffer: 20 / 198
Sequential cell: 30 / 601
No activity file was given, so power comes from the tool's default toggle rates.
