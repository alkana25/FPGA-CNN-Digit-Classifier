==> design/flow/design.v <==
`timescale 1ns / 1ps
module max_pool(
    input wire clk,
    input wire rst,
    input wire start,
    output reg [9:0] rd_addr, 
    input wire [7:0] rd_data, 
    output reg [7:0] data_out,
    output reg valid_out,
    output reg done
);
    parameter IN_DIM = 26;
    parameter OUT_DIM = 13;
    localparam IDLE=0, READ_0=1, WAIT_1=2, READ_1=3, WAIT_2=4, READ_2=5, WAIT_3=6, READ_3=7, SAVE_LAST=8, FIND_MAX=9, OUTPUT=10, NEXT=11, FINISH=12;
    reg [3:0] state;
    reg [4:0] row, col; 
    reg [7:0] val0, val1, val2, val3; 
    reg [7:0] max_val;
    always @(posedge clk) begin
        if (rst) begin
            state <= IDLE;
            row <= 0; col <= 0;
            valid_out <= 0; done <= 0;
            rd_addr <= 0; val0<=0; val1<=0; val2<=0; val3<=0; max_val<=0;
        end else begin
            case(state)
                IDLE: begin
                    done <= 0; valid_out <= 0;
                    if (start) begin
                        row <= 0; col <= 0; 
                        state <= READ_0;
                    end
                end
                READ_0: begin
                    rd_addr <= (row * 2) * IN_DIM + (col * 2);
                    state <= WAIT_1; 
                end
                WAIT_1: state <= READ_1; 
                READ_1: begin
                    val0 <= rd_data; 
                    rd_addr <= (row * 2) * IN_DIM + (col * 2 + 1);
                    state <= WAIT_2;
                end
                WAIT_2: state <= READ_2;
                READ_2: begin
                    val1 <= rd_data; 
                    rd_addr <= (row * 2 + 1) * IN_DIM + (col * 2);
                    state <= WAIT_3;
                end
                WAIT_3: state <= READ_3;
                READ_3: begin
                    val2 <= rd_data; 
                    rd_addr <= (row * 2 + 1) * IN_DIM + (col * 2 + 1);
                    state <= SAVE_LAST;
                end
                SAVE_LAST: begin
                    val3 <= rd_data; 
                    state <= FIND_MAX;
                end
                FIND_MAX: begin
                    if (val0 >= val1 && val0 >= val2 && val0 >= val3) max_val <= val0;
                    else if (val1 >= val0 && val1 >= val2 && val1 >= val3) max_val <= val1;
                    else if (val2 >= val0 && val2 >= val1 && val2 >= val3) max_val <= val2;
                    else max_val <= val3;
                    state <= OUTPUT;
                end
                OUTPUT: begin
                    data_out <= max_val; 
                    valid_out <= 1;
                    state <= NEXT;
                end
                NEXT: begin
                    valid_out <= 0;
                    if (col == OUT_DIM - 1) begin
                        col <= 0;
                        if (row == OUT_DIM - 1) begin
                            state <= FINISH;
                        end else begin
                            row <= row + 1;
                            state <= READ_0;
                        end
                    end else begin
                        col <= col + 1;
                        state <= READ_0;
                    end
                end
                FINISH: begin
                    done <= 1;
                    if (!start) state <= IDLE;
                end
            endcase
        end
    end
endmodule
==> design/flow/run.sh <==
#!/bin/bash
# OpenROAD 26Q1-2900-gdf79404cd8, Yosys 0.63+post, stock flow scripts
make -C /OpenROAD-flow-scripts/flow DESIGN_CONFIG=/design/flow/config.mk WORK_HOME=/design/flow/orfs finish
==> design/flow/config.mk <==
export PLATFORM = sky130hd
export DESIGN_NAME = max_pool
export DESIGN_NICKNAME = max_pool
export VERILOG_FILES = /design/flow/design.v
export SDC_FILE = /design/flow/constraint.sdc
export NUM_CORES = 4
export LEC_CHECK = 1
export CORE_UTILIZATION = 40
==> design/flow/constraint.sdc <==
current_design max_pool

set clk_period 3.5
set clk_io_pct 0.2

create_clock -name clk0 -period $clk_period [get_ports {clk}]

set non_clock_inputs [all_inputs -no_clocks]
set_input_delay [expr $clk_period * $clk_io_pct] -clock clk0 $non_clock_inputs
set_output_delay [expr $clk_period * $clk_io_pct] -clock clk0 [all_outputs]
==> run_results.csv <==
group,metric,value,unit
outcome,status,"finished, final reports clean",
logic_synthesis,synth_cell_type_count,64,
timing,final_setup_violating_endpoints,0,
power,power.leakage,2.548,nW
floorplanning,fp.dieArea,0.01405,mm2
logic_synthesis,synth.area.top_cells,"dfxtp_1 28%, ha_1 17%, mux2i_1 6.3%, nor2_1 4.5%, edfxtp_1 4.4%",
clock_network,clk_pin_slew,0.06,ns
routing,antenna_violating_nets_post_route,0,
power,power_frac_comb,7.7,%
timing,fin_crit,3.191,ns
routing,routed_wirelength,12450,um
timing,timing.final.crit_share,91.16,%
routing,avgViaCountPerCell,5.275,
final_layout,final.fill_count,1226,
job,max-cap-violations,0,
floorplanning,core_area,0.01324,mm2
clock_network,cts_inserted_buffers,9,
power,peakVddDrop,0.0002187,V
final_layout,final_design_area_no_fill,0.006237,mm2
floorplanning,initial_core_util,41.01,%
job,tally_of_openroad_warnings,30,
clock_network,cts-root-to-sink-buffers,2,
routing,dr_total_vias,4273,
clock_network,quantity_of_gates_resized_following_cts,0,
timing,unrepaired_setup_endpoints_after_global_routing,"false",
logic_synthesis,synthFlopType,"dfxtp_1",
global_routing,wire_length_of_the_first_global_routing_pass,20980,um
routing,met3_wirelength,539,um
logic_synthesis,post-synth-top-area-fraction,27.65,%
global_routing,grt_usage,18.97,%
logic_synthesis,netlist_instances,602,
critical_path,crit_path_end_kind,"register",
clock_network,insertion_delay,0.34,ns
timing,setup_total_negative_slack,0,ns
critical_path,worst-setup-path-type,"reg2reg",
power,cellInternalPower,0.001658,W
power,power_density,345.4,mW/mm2
routing,drt-wirelength-per-cell,15.37,um
clock_network,ctsHoldBuffers,0,
logic_synthesis,register_area_share_after_synthesis,32.07,%
floorplanning,chipHeight,118.5,um
global_routing,grt_overflow_total,0,
critical_path,req_time_crit_path,3.76,ns
power,switching_portion_of_total_power,23.03,%
worst_hold_path,min_path_type,"reg2reg",
clock_network,clock_root_buffer,"clkbuf_16",
final_layout,drive_above_1_share,7.256,%
power,seq_power_share,45.6,%
routing,first_iter_violations,283,
placed_design,finalWeightedCongestion,0.9535,
logic_synthesis,asyncSetResetFlopFracSynth,0,%
logic_synthesis,synth.yosys.num_cells,602,
clock_network,clock_sink_count,83,
routing,highest_layer,"met4",
logic_synthesis,numSynthFlops,83,
logic_synthesis,syn_area_per_cell,9.020,um2
routing,detailroute.wirelength.met2,5652,um
critical_path,crit_path_start_kind,"register",
logic_synthesis,synth-warning-count,1,
global_routing,first_global_vias,4156,
floorplanning,number_of_top_level_design_ports,31,
routing,detail_route.antenna_diodes,0,
logic_synthesis,netlist.top_cell.by_area,"dfxtp_1",
timing,finalClockSkew,0.006584,ns
placed_design,dp_slack,0.3181,ns
power,clock_power_share,46.7,%
clock_network,postCtsSetupRepairBufs,0,
timing,final-hold-violation-count,0,
logic_synthesis,ys_chip_area,0.005430,mm2
logic_synthesis,netlist_area,0.005430,mm2
placed_design,dpl-instance-area,0.005913,mm2
logic_synthesis,post-synth-top-count-cell,"dfxtp_1",
routing,residual_drc_count,0,
routing,route.layer.met1.wl,6045,um
final_layout,finalCoreUtilization,47.10,%
clock_network,htree_num_levels,3,
final_layout,layout-area-overhead-vs-synth,14.86,%
global_routing,grt_antenna_before_repair,0,
critical_path,worstPathArrival,3.45,ns
floorplanning,floorplan_row_count,42,
timing,finalMaxSlewViolations,0,
timing,max_slew.worst_pin.slew,0.8108,ns
placed_design,detailed_place_hpwl,9179,um
placed_design,placed_cells,794,
logic_synthesis,post_synth_most_frequent_cells,"75 x dfxtp_1, 74 x ha_1, 65 x nor2_1",
power,netsw,0.0004961,W
clock_network,tritoncts,"done",
placed_design,io_buffer_count,30,
timing,max_freq,0.3134,GHz
final_layout,finalNonFillerCells,810,
routing,dr.pass1.iters,4,
global_routing,largest_net_degree_at_the_start_of_global_routing,62,
floorplanning,die_x,118.5,um
timing,final.setup.worst_slack,0.3093,ns
logic_synthesis,count_of_flip_flops_with_a_built_in_enable_after_synthesis,8,
critical_path,highest_fanout_seen_on_the_critical_path,9,
timing,slew_headroom,45.87,%
==> cells by family after synthesis <==
family	Yosys count	synth area share [%]
multiplexers	36	6.728
XOR/XNOR	28	4.654
AND/OR/NAND/NOR	183	16.54
flip-flops	83	32.07
buffers and inverters	68	4.885
adder cells (fa/ha/maj)	79	18.89
AND-OR/OR-AND	125	16.22
==> routing by layer <==
metal  vias up  track usage (%)
met2        90            30.40
met1      1969            27.85
met4         0            3.165
met5         -                0
li1       2200                -
met3        14            3.199
==> per-stage QoR <==
step | hold slack, ns | total power [W]
final | 0.4376 | 0.002154
after global placement | 0.4192 | 0.001167
after floorplan | 0.4138 | 0.001105
after global routing | 0.4546 | 0.002239
after detailed placement | 0.4256 | 0.001169
after CTS | 0.4409 | 0.002181
==> registers in the layout (all words and copies together), names as in the netlist <==
name,flops
done,1
col,5
state,13
val2,8
max_val,8
data_out,8
valid_out,1
val0,8
val3,8
row,5
val1,8
rd_addr,10
==> final timing paths <==
check	startpoint	endpoint	slack, ns	cells after the start
setup / recovery	row[0]$_SDFFE_PP0P_	rd_addr[8]$_SDFFE_PP0P_	0.31	13
hold / removal	state[2]$_DFF_P_	state[9]$_DFF_P_	0.44	1
setup reg to reg	row[0]$_SDFFE_PP0P_	rd_addr[8]$_SDFFE_PP0P_	0.31	13
hold reg to reg	state[2]$_DFF_P_	state[9]$_DFF_P_	0.44	1
==> critical path, cell delays in order, from the launching register on <==
cell	delay, ns
dfxtp_1	0.40
buf_4	0.17
ha_1	0.19
inv_1	0.06
fa_1	0.66
inv_2	0.08
ha_1	0.33
a21oi_1	0.25
o22a_2	0.18
o221ai_2	0.11
nor3b_2	0.22
xnor2_1	0.14
a22oi_1	0.11
a211oi_2	0.22
==> power groups by stage <==
stage	combinational, W	clock, W	sequential (W)
6_report	0.000166	0.00101	0.000983
4_1_cts	0.000166	0.00103	0.000983
5_1_grt	0.000183	0.00107	0.000985
==> layout make-up <==
| type | instances | area (um2) | share of cell area, % |
|---|---|---|---|
| Multi-Input combinational cell | 451 | 3423 | 54.88 |
| Sequential cell | 83 | 1742 | 27.92 |
| Timing Repair Buffer | 38 | 355.3 | 5.697 |
| Clock buffer | 12 | 267.8 | 4.293 |
| Tap cell | 176 | 220.2 | 3.531 |
| Inverter | 46 | 172.7 | 2.768 |
| Clock inverter | 4 | 56.30 | 0.9027 |
==> cell usage in the layout (no fill, tap or decap), types with 3 or more instances in the layout <==
cell	Yosys	layout
o21a_1	5	5
nand4_1	10	10
dfxtp_1	75	75
nand2b_1	8	8
o21ai_1	4	4
inv_2	4	4
o21ai_0	18	18
o211ai_1	8	8
fa_1	5	5
o221a_2	6	6
nand2_1	35	35
a211o_1	3	3
mux2i_1	34	34
buf_4	1	8
clkbuf_16	0	10
a21oi_1	28	28
nor2_1	65	65
edfxtp_1	8	8
o31ai_1	3	3
nor2b_1	25	25
nand3_1	13	13
nand3b_1	3	3
inv_1	42	42
clkdlybuf4s50_1	0	29
nor4_1	3	3
o2bb2ai_1	8	8
a31oi_1	12	12
ha_1	74	74
xor2_1	10	10
xnor2_1	17	17
nor3_1	8	8
a221oi_1	7	7
o21bai_1	3	3
No activity file was given, so power comes from the tool's default toggle rates.
